### flow/run.sh
#!/bin/bash
# OpenROAD 26Q1-2900-gdf79404cd8, Yosys 0.63+post, stock flow scripts
make -C /OpenROAD-flow-scripts/flow DESIGN_CONFIG=/design/flow/config.mk WORK_HOME=/design/flow/orfs finish
### flow/config.mk
export PLATFORM = sky130hd
export DESIGN_NAME = Top
export DESIGN_NICKNAME = Top
export VERILOG_FILES = /design/flow/design.v
export SDC_FILE = /design/flow/constraint.sdc
export NUM_CORES = 4
export LEC_CHECK = 1
export CORE_UTILIZATION = 50
export SYNTH_HDL_FRONTEND = slang
### flow/constraint.sdc
current_design Top

set clk_period 178.6
set clk_io_pct 0.2

create_clock -name clk0 -period $clk_period [get_ports {sys_clk}]

set non_clock_inputs [all_inputs -no_clocks]
set_input_delay [expr $clk_period * $clk_io_pct] -clock clk0 $non_clock_inputs
set_output_delay [expr $clk_period * $clk_io_pct] -clock clk0 [all_outputs]
### flow/design.v
`default_nettype none
module BEDPBRAM2 #(
    parameter ADDRESS_BITWIDTH = 16,
    parameter DATA_BITWIDTH = 32,
    parameter DATA_COLUMN_BITWIDTH = 8
) (
    input wire clk,
    input wire [3:0] a_write_enable,
    input wire [ADDRESS_BITWIDTH-1:0] a_address,
    output reg [DATA_BITWIDTH-1:0] a_data_out,
    input wire [DATA_BITWIDTH-1:0] a_data_in,
    input wire [ADDRESS_BITWIDTH-1:0] b_address,
    output reg [DATA_BITWIDTH-1:0] b_data_out
);
  reg [DATA_BITWIDTH-1:0] data[2**ADDRESS_BITWIDTH-1:0];
  integer i;
  always @(posedge clk) begin
    for (i = 0; i < 4; i = i + 1) begin
      if (a_write_enable[i]) begin
        data[a_address][
          (i+1)*DATA_COLUMN_BITWIDTH-1
          -:DATA_COLUMN_BITWIDTH
        ] = a_data_in[(i+1)*DATA_COLUMN_BITWIDTH-1-:DATA_COLUMN_BITWIDTH];
      end
    end
    a_data_out <= data[a_address];
  end
  always @(posedge clk) begin
    b_data_out <= data[b_address];
  end
endmodule
`default_nettype wire
`default_nettype none
module Top (
    input wire sys_clk,
    input wire sys_rst_n,
    output reg [5:0] led,
    input wire uart_rx,
    output wire uart_tx,
    input wire btn1
);
  BEDPBRAM2 #(
      .ADDRESS_BITWIDTH(10),
      .DATA_BITWIDTH(32),
      .DATA_COLUMN_BITWIDTH(8)
  ) data (
      .clk(sys_clk),
      .a_write_enable(a_write_enable),
      .a_address(a_address),
      .a_data_in(a_data_in),
      .a_data_out(a_data_out),
      .b_address(b_address),
      .b_data_out(b_data_out)
  );
  reg  [ 3:0] a_write_enable;
  reg  [31:0] a_address = 0;
  reg  [31:0] a_data_in;
  wire [31:0] a_data_out;
  reg  [ 3:0] b_write_enable;
  reg  [31:0] b_address = 0;
  reg  [31:0] b_data_in;
  wire [31:0] b_data_out;
  reg  [ 3:0] state = 0;
  always @(posedge sys_clk) begin
    case (state)
      0: begin
        a_write_enable <= {0, 0, 0, 1};
        a_data_in <= 32'habcd_ef12;
        state <= 1;
      end
      1: begin
        state <= 2;
      end
      2: begin
        a_write_enable <= 0;
        state <= 3;
      end
      3: begin
        led[2:0] <= a_data_out[2:0];
        led[5:3] <= b_data_out[5:3];
        a_address <= a_address + 1;
        b_address <= b_address + 1;
        state <= 0;
      end
    endcase
  end
endmodule
`default_nettype wire
==> Slide: Implementation Results <==
Key Metrics from the Run

Worst setup path
  • Worst Path Arrival: 2.02 ns
  • Crit Path Max Fanout: 1
  • Critical path's largest stage delay: 0.59 ns
  • Worst setup SP type: register
  • CP Cell Sequence: clkdlybuf4s50_1
  • CP Data Required Time: 142.88 ns
  • FF-to-FF Start: a_address[0]
  • Delay-heaviest family, CP: buffers and inverters
  • R2R cell count: 16
  • CP Buf/Inv Count: 1
  • Critical Path End Type: output port
  • R2r setup slk: 169.84 ns
  • R2R Path End: data.a_data_out[2]
  • CP Class: reg2out
  • Crit-path slowest cell: clkdlybuf4s50_1

Clock network
  • CTS tree: done
  • H-tree levels: 6
  • Resized cells post-CTS: 0
  • Clock slew at reported path FFs: 0.07 ns
  • Max Root-Sink Buffers: 4
  • Post-CTS Setup Repair Bufs: 0
  • Root Buffer: clkbuf_16
  • Clk sinks: 6181
  • Late-Pin Clk Latency: 1.14 ns
  • Cts hold-fix bufs: 0
  • Num CTS Buffers: 656

STA
  • Setup TNS: 0 ns
  • Final setup viols: 0
  • Slew margin rel.: 9.320%
  • Worst-case clock skew: 0.06400 ns
  • RSZ-0062 raised after global routing: false
  • Slew Viols, Final: 0
  • Minimum clock period: 37.74 ns
  • Period utilization: 21.13%
  • Worst Tran Pin Value: 1.326 ns
  • Highest Clock Rate: 0.02650 GHz
  • Final hold vios: 0

GRT
  • GR Util All Layers: 42.10%
  • Global-route wire length before repair: 1423000 µm
  • Gr ovfl total: 0
  • Initial antenna violation count: 115
  • Number of global-route vias before repair: 182900
  • Largest net degree at the start of global routing: 135

Min path
  • Worst Hold Launch: state[2]
  • Worst hold path class: reg2reg
  • WHS Path Cells: 0
  • Sink of the worst hold path: state[1]

Yosys
  • Post-Synthesis Cell Area: 0.2592 mm²
  • Yosys chip area: 0.2592 mm²
  • Ys Warns: 1
  • Post-synth EDFFs: 3099
  • FFs w/ async S/R, synth: 0%
  • Sequential fraction of the synthesis area: 59.71%
  • Synth Flop Type: edfxtp_1
  • Syn avg cell area: 12.94 µm²
  • Cell Type Count: 99
  • Yosys cell count: 20030
  • Synth flops: 6181
  • Post-synthesis instance total: 20030

Die
  • FP Rows: 264
  • Core area: 0.5166 mm²
  • Top Ports: 11
  • Initial Utilization: 50.17%
  • Die Ht: 722.0 µm
  • Die area: 0.5212 mm²
  • Die Wd: 722.0 µm

Finish
  • Post-route cell area: 0.2903 mm²
  • Top Layout Cells: 3099 x edfxtp_1, 3081 x dfxtp_1, 2230 x a21boi_0, 1137 x o21a_1, 1108 x a21o_1
  • Layout Utilization: 56.19%
  • Area Growth Syn to Fin: 12.01%
  • Commonest Layout Cell: edfxtp_1
  • Layout cells sized above 1: 15.81%

Place
  • Hpwl dp: 606000 µm
  • GP Congestion: 1.031
  • PortBufs: 6
  • Placement Cell Area: 0.2687 mm²

Routing
  • M1 wire length: 361800 µm
  • WL met3: 191200 µm
  • Post-route ant nets: 0
  • Drt first pass iters: 8
  • Highest metal used: met5
  • Routed WL per cell: 37.55 µm
  • WL met2: 401100 µm
  • First DRT Iteration DRCs: 18120
  • Vias: 185500
  • # DRC: 0
  • Post-Route WL: 1018000 µm
  • Via/cell ratio: 6.838

Run
  • Max-Cap Viols: 0
  • Tool warnings: 69

Pwr
  • Peak VDD IR: 0.01069 mV
  • LEAKAGE: 109.5 nW
  • Pwr Density: 9.792 mW/mm²
  • Overall power: 2.843 mW

Outcome
  • Run status: completed
routing by layer:
layer	global-route usage, %	up-vias
met4	18.28	127
met1	57.68	92110
met3	31.15	3153
met5	6.278	-
met2	51.94	13690
li1	-	76370
cell usage after synthesis, drive strengths merged, types with 21 or more instances:
master / number / area, µm²
nand2: 495 / 1866
a21boi: 2231 / 16750
mux4: 878 / 19770
a22oi: 249 / 1869
a41oi: 184 / 1612
a21oi: 253 / 1266
dfxtp: 3082 / 61700
buf: 770 / 3364
and2: 395 / 2471
mux2i: 239 / 2392
edfxtp: 3099 / 93060
and4: 21 / 183.9
o21a: 1137 / 8536
or2: 99 / 619.3
nand2b: 172 / 1076
o21bai: 556 / 4174
a22o: 114 / 998.5
o22a: 27 / 236.5
o21ai: 196 / 980.9
clkbuf: 1323 / 4971
nor2b: 249 / 1558
inv: 349 / 1310
nand3b: 47 / 352.8
a211o: 68 / 595.6
o22ai: 148 / 925.9
a2111oi: 67 / 593.1
a32o: 24 / 240.2
a221o: 32 / 320.3
o211a: 39 / 390.4
mux2: 63 / 709.4
o2111ai: 137 / 1200
o41ai: 50 / 437.9
o211ai: 676 / 5075
nor4: 154 / 969.7
a221oi: 110 / 963.4
nor3: 33 / 170.2
nor2: 268 / 1016
a21o: 1108 / 8318
nand3: 221 / 1116
a211oi: 45 / 337.8
nand4: 287 / 1795
and3: 34 / 212.7
a31oi: 39 / 244.0
how the worst max path moves through the flow:
stage	slack [ns]	to	cells after the start	start
4_1_cts	140.82	led[4]	1	led[4]
6_report	140.86	led[4]	1	led[4]
5_1_grt	140.84	led[4]	1	led[4]
cell type report:
| class | instances | area [µm²] |
|---|---|---|
| clock buffer | 929 | 18730 |
| timing repair buffer | 932 | 7520 |
| fill | 41300 | 226300 |
| tap | 6916 | 8653 |
| inverter | 353 | 1333 |
| sequential | 6181 | 154800 |
| multi-input combinational | 11400 | 96460 |
| antenna | 152 | 380.4 |
| clock inverter | 256 | 2471 |
where the power goes:
part           switching [mW]  leakage, nW  internal [mW]
registers                   0         60.9           1.47
logic             0.000000355         38.3              0
clock network           0.584         10.4          0.783
through the flow:
| stage | hold slack [ns] | std cells | worst slack (ns) |
|---|---|---|---|
| after floorplan | 0.3096 | 20030 | 104.91 |
| after global placement | 0.3107 | 25780 | 142.01 |
| after detailed placement | 0.3121 | 25780 | 142.01 |
| after CTS | 0.3275 | 26970 | 140.82 |
| after global routing | 0.3406 | 27010 | 140.84 |
| final | 0.3274 | 27120 | 140.86 |
cells by family (layout without fill, tap and decap cells):
kind of cell / Yosys count / in the layout / synth area share (%)
fa+ha+maj: 5 / 5 / 0.02414
simple gates: 2581 / 2581 / 5.553
xor+xnor: 15 / 15 / 0.05069
compound gates: 7618 / 7618 / 22.10
flops: 6181 / 6181 / 59.71
buf+inv: 2446 / 2470 / 3.728
mux: 1180 / 1180 / 8.827
other cells: 1 / 153 / 0.001447
Power is estimated from default activity; no workload was simulated.
